`run.sh`:
```
#!/bin/bash
# OpenROAD 26Q1-2900-gdf79404cd8, Yosys 0.63+post, stock flow scripts
make -C /OpenROAD-flow-scripts/flow DESIGN_CONFIG=/design/flow/config.mk WORK_HOME=/design/flow/orfs finish
```
`config.mk`:
```
export PLATFORM = sky130hd
export DESIGN_NAME = ddr_clock_reset
export DESIGN_NICKNAME = ddr_clock_reset
export VERILOG_FILES = /design/flow/design.v
export SDC_FILE = /design/flow/constraint.sdc
export NUM_CORES = 4
export LEC_CHECK = 1
export CORE_AREA = 10 10 70 70
export DIE_AREA = 0 0 80 80
```
`constraint.sdc`:
```
current_design ddr_clock_reset

set clk_period 1.0
set clk_io_pct 0.2

create_clock -name clk0 -period $clk_period [get_ports {sys_clk}]

set non_clock_inputs [all_inputs -no_clocks]
set_input_delay [expr $clk_period * $clk_io_pct] -clock clk0 $non_clock_inputs
set_output_delay [expr $clk_period * $clk_io_pct] -clock clk0 [all_outputs]
```
`design.v`:
```
    localparam BA_BITS          =       2;  
    localparam ROW_BITS         =      13;  
    localparam COL_BITS         =      11;  
    localparam DQ_LEVEL         =       1;  
    localparam DQ_BITS          =      (4<<DQ_LEVEL);
    localparam DQS_BITS         =      ((1<<DQ_LEVEL)+1)/2;
    localparam DM_BITS          =      DQS_BITS;
    localparam CL                   =     2;
    localparam INT_tCLK             =    10;  
    localparam INT_tDQSQ            =     1;  
    localparam INT_tMRD             =    10;  
    localparam INT_tRAP             =    15;  
    localparam INT_tRAS             =    40;  
    localparam INT_tRC              =    55;  
    localparam INT_tRFC             =    70;  
    localparam INT_tRCD             =    15;  
    localparam INT_tRP              =    15;  
    localparam INT_tRRD             =    10;  
    localparam INT_tWR              =    15;  
    localparam INT_tREFC            =  7000;  
    localparam [ROW_BITS+1:0] EMR_INIT      = {2'b01, {(ROW_BITS){1'b0}}};                           
    localparam [ROW_BITS+1:0] BMR_RESET_DLL = {2'b00, {(ROW_BITS-9){1'b0}}, 9'b1_0010_1001};         
    localparam [ROW_BITS+1:0] BMR_CLEAR_DLL = {2'b00, {(ROW_BITS-9){1'b0}}, 9'b0_0010_1001};         
    localparam [ROW_BITS+1:0] PRECHARGE_ALL = {2'b00, {(ROW_BITS-11){1'b0}}, 11'b100_0010_1001};     
module ddr_clock_reset (
    input  wire                                           sys_clk,  
    input  wire                                           sys_rstn_async,  
    output reg                                            sys_rstn_sync,  
    output wire                                           sys_clk_div2,  
    output wire                                           core_clk,  
    output reg                                            core_rstn_sync  
);
reg [2:0] sys_rstn_sync_reg;
always @(posedge sys_clk or negedge sys_rstn_async) begin
    if(!sys_rstn_async)
        {sys_rstn_sync, sys_rstn_sync_reg} <= 4'b0000;
    else
        {sys_rstn_sync, sys_rstn_sync_reg} <= {sys_rstn_sync_reg, 1'b1};
end
reg [2:0] core_rstn_sync_reg;
always @(posedge core_clk or negedge sys_rstn_async) begin
    if(!sys_rstn_async)
        {core_rstn_sync, core_rstn_sync_reg} <= 4'b0000;
    else
        {core_rstn_sync, core_rstn_sync_reg} <= {core_rstn_sync_reg, 1'b1};
end
reg [1:0] sys_clk_counter;
always @(posedge sys_clk or negedge sys_rstn_sync) begin
    if(!sys_rstn_sync)
        sys_clk_counter <= 2'b00;
    else
        sys_clk_counter <= sys_clk_counter + 1;
end
wire sys_clk_div4;
assign sys_clk_div4 = sys_clk_counter[1];
assign sys_clk_div2 = sys_clk_counter[0];
assign core_clk     = sys_clk_div4;
endmodule
```
==> reports/metrics.yaml <==
status:
  status: "complete, no violations"
global_route:
  grt_overflow: 0
  grt_pass1_wl_um: 710
  antenna_found_initial: 0
  grt_max_degree: 9
  grt_pass1_vias: 158
  grtUsageTotal_pct: 1.52
placement:
  portBuffers: 5
  dp.cells: 68
  post-dp-hpwl_um: 313
  gp_congestion: 0.710
sta:
  period_minus_slack_ps: 895
  maxSlewViolCount: 0
  unclocked_regs: 4
  hold_viol: 0
  untimed_endpoints: 4
  fmax_mhz: 1120
  timing.setup.tns_ps: 0
  post-route-period-util_pct: 89.5
  rsz0062_at_grt: "false"
  hold_slack_ps: 215
  clock_skew_ps: 7.32
  finalSetupViolations: 0
setup_path:
  r2r_cells: 3
  critPathKind: "flop to output port"
  crit_fanout: 2
  cp.required_ps: 800
  path_delay_family: "flip-flops"
  cp.arrival_ps: 700
  cp-start-kind: "flop"
  crit_slowest_cell: "dfrtp_1"
  endpoint_kind: "output port"
  path_cells: "clkbuf_2"
  path_buffers: 1
  cp.depth: 1
  cp_slowest_stage_delay_ps: 370
cts:
  numCtsBuffers: 3
  cts_tree: "yes"
  clk_pin_slew_worst_paths_ps: 40
  cts_buffer_depth: 2
  clkLatencyLatePin_ps: 240
  cts_root_buffer: "clkbuf_4"
  ctsHoldBuffers: 0
  htree_levels: 1
synthesis:
  syn_area_per_cell_um2: 20.5
  synthesis.instances: 13
  yosysUniqueCellTypes: 4
  topCellsByArea: "dfrtp_1 94%, xor2_1 3.3%, conb_1 1.4%, inv_1 1.4%"
  yosysTopAreaCell: "dfrtp_1"
  synth_flop_count: 10
  yosysTopAreaCellShare_pct: 93.9
  synth_warnings: 1
  postSynthSeqShare_pct: 93.9
  synth_chip_area_um2: 267
  netlist_area_um2: 267
  ys_cells: 13
run:
  warnings: 25
  maxCapViolations: 0
drt:
  wl_per_cell_um: 5.28
  drc: 0
  route.vias.total: 135
  drt_iter0_markers: 21
  routed_via_density: 1.82
  drt-total-wl_um: 391
  drtAntennaViolNets: 0
  dr.pass1.iters: 2
  diodes: 0
power_and_ir_drop:
  ir_drop_uv: 318
  power.leakage_nw: 0.191
  powerDensity_mw_per_mm2: 1130
die:
  core_area_mm2: 0.00342
  io_pins: 6
  fp_util_pct: 7.80
  rows: 21
  chipArea_mm2: 0.00640
  die_w_um: 80
  die_height_um: 80
finish:
  mostFrequentLayoutCells: "10 x dfrtp_1, 6 x buf_4, 3 x clkbuf_4, 3 x clkbuf_2"
  n_fill_cell: 397
  drive_gt1_share_pct: 42.9
  final_cells: 74
  syn2layout_area_growth_pct: 61.5
  lay_top_count: "dfrtp_1"
worst_hold_path:
  hold_path_class: "flop to asynchronous set/reset pin"
[routing by layer]
metal  share of wire [%]  track usage, %
met1                  52            1.70
met2                  28            1.52
met3                  20            2.16
met4                   0           0.352
met5                   0               0
[worst reg2reg max path, cell delays in order (launching register included)]
cell and delay (ps):
dfrtp_1 370, buf_4 130, buf_4 140, xor2_1 130
[area by class of cell]
| cell class | instances | area [µm²] | share of cell area, % |
|---|---|---|---|
| flip-flops and latches | 10 | 250 | 58.1 |
| repair buffers | 11 | 80.1 | 18.6 |
| well taps | 46 | 57.6 | 13.4 |
| clock buffers | 3 | 22.5 | 5.23 |
| multi-input cells | 3 | 16.3 | 3.78 |
| inverters | 1 | 3.75 | 0.872 |
[final timing paths]
| check | startpoint | slack, ps | to |
|---|---|---|---|
| setup / recovery | sys_clk_counter[1] | 100 | core_clk |
| hold / removal | sys_rstn_sync | 210 | sys_clk_counter[0] |
| setup reg to reg | sys_clk_counter[1] | 120 | sys_clk_counter[1] |
| hold reg to reg | sys_rstn_sync | 210 | sys_clk_counter[0] |
| max in group asynchronous | sys_rstn_async | 520 | sys_rstn_sync |
| min in group clk0 | sys_rstn_sync_reg[1] | 350 | sys_rstn_sync_reg[2] |
[power breakdown]
part	total, W	leakage (nW)	internal [W]	switching, W
Combinational	0.0000179	0.0650	0.00000952	0.00000842
Clock	0.000214	0.0138	0.000135	0.0000790
Sequential	0.000255	0.112	0.000252	0.00000255
[synth_stat cells (all sizes together)]
library cell   n
dfrtp         10
xor2           1
inv            1
conb           1
[through the flow]
step / area, µm² / utilization [%] / total power [W] / worst slack [ps]
2_1_floorplan: 270 / - / 0.000258 / 351
3_3_place_gp: 400 / 11.7 / 0.000275 / 12.0
3_5_place_dp: 400 / 11.7 / 0.000276 / 0.204
4_1_cts: 430 / 12.6 / 0.000497 / 8.88
5_1_grt: 430 / 12.6 / 0.000527 / 51.6
6_report: 430 / 12.6 / 0.000487 / 105
[cells by family after synthesis]
group,after synthesis,share of synthesized area [%]
buffers and inverters,1,1.41
other,1,1.41
xor gates and xnor gates,1,3.29
DFF,10,93.9
[timing repair]
action                                  4_1_cts  5_1_grt
hold endpoints to repair                      0        0
setup buffers                                 1        2
endpoints found under the setup margin        3        3
gates resized                                 6        3
gates cloned                                  0        0
Power figures rest on the tool's default switching activity, not on a simulated workload.
